[flow/design.v]
module Shifter(
    input [4:0] Amount,
    input [1:0] Type,
    input [31:0] In,
    output [31:0] Out
);
    reg [31:0] Shifter_Result;
    always @ (*) begin
        case (Type)
             2'b00: Shifter_Result <= In << Amount;
             2'b01: Shifter_Result <= In >> Amount;
             2'b10: Shifter_Result <= $signed(In) >>> Amount;
             2'b11: Shifter_Result <= In >> Amount | In << (-Amount);
        endcase
    end
    assign Out = Shifter_Result;
endmodule
[flow/run.sh]
#!/bin/bash
# OpenROAD 26Q1-2900-gdf79404cd8, Yosys 0.63+post, stock flow scripts
make -C /OpenROAD-flow-scripts/flow DESIGN_CONFIG=/design/flow/config.mk WORK_HOME=/design/flow/orfs finish
[flow/config.mk]
export PLATFORM = sky130hd
export DESIGN_NAME = Shifter
export DESIGN_NICKNAME = Shifter
export VERILOG_FILES = /design/flow/design.v
export SDC_FILE = /design/flow/constraint.sdc
export NUM_CORES = 4
export LEC_CHECK = 1
export CORE_UTILIZATION = 40
[flow/constraint.sdc]
current_design Shifter

set clk_period 10.0
set clk_io_pct 0.2

create_clock -name clk0 -period $clk_period

set non_clock_inputs [all_inputs -no_clocks]
set_input_delay [expr $clk_period * $clk_io_pct] -clock clk0 $non_clock_inputs
set_output_delay [expr $clk_period * $clk_io_pct] -clock clk0 [all_outputs]
==> flow_summary.toml <==
# yosys + openroad results
[setup_path]
crit_cells = 13
crit_start = "Amount[0]"
arrival_ns = 5.64
crit_chain = "buf_2, buf_4, inv_2, buf_4, ha_1, o21bai_2, xnor2_4, buf_4, mux2_2, o22ai_2, a2111oi_0, nor4_1, clkdlybuf4s50_1"
startpoint_type = "input port"
slowest_delay_ns = 0.52
crit_slowest_cell = "clkdlybuf4s50_1"
crit_top_cell = "buf_4"
endpoint = "Out[4]"
path_class = "input port to primary output"
crit_required_ns = 8.00
crit_buf_inv = 6
crit_path_end_kind = "primary output"
cp_max_fo = 38
crit_family = "buffers and inverters"

[detailed_routing]
drt_iter0_markers = 648
insertedDiodeCount = 0
vias_per_cell = 7.25
dr.pass1.iters = 6
drc = 0
routedWlPerCell_um = 27.9
routed_wl_mm = 22.0
ant_nets = 0
via_count = 5727

[power]
powerDensity_nw_per_um2 = 73.7
p_total_uw = 414
peakVddDrop_mv = 0.0362
leakage_uw = 0.00206

[placement]
gp_congestion = 1.02
hpwlAfterDp_mm = 16.8
post-place-ws_ns = 2.41
portBuffers = 71

[min_path]
min-delay-path-class = "input port to primary output"

[sta]
fmax_ghz = 0.131
finalSetupViolCount = 0
slew_violations = 0
rsz0062_at_grt = "no"
postLayoutSetupSlackWorst_ns = 2.36
fin_crit_ns = 7.64
period_used_share = 0.764
hold_viol = 0
holdWs_ns = 5.18
relSlewSlack = 0.465
max_slew.worst_pin.slew_ns = 0.803
tns_ns = 0

[synth]
area_leaders = "mux4_2 (21%), mux2i_1 (16%), mux2_2 (7.1%)"
syn_inst = 613
synth_seq_share = 0
ys_area_um2 = 4890
yosysUniqueCellTypes = 77
ys_cells = 613
synth_area_um2 = 4890
top_cell_area_share = 0.212
yosys_warnings = 1
largest_area_cell = "mux4_2"
avgSynthCellArea_um2 = 7.98

[clocking]
hold_buffers = 0
cts_setup_buffers = 0
ctsResizeCount = 0

[finish]
lay_top_cells = "mux2i_1 (76), clkdlybuf4s50_1 (69), nand2_1 (67)"
clockBufferCount = 0
drive_above_1_share = 0.194
fillers = 1200
seqCellArea_um2 = 0
areaGrowthSynthToFinish_pct = 14.9
mostFrequentLayoutCell = "mux2i_1"
logic_area_um2 = 4520
flop-count = 0

[global_route]
grt_remaining_overflow = 0
grt_pass1_wl_mm = 33.4
grt_max_degree = 53
antenna_found_initial = 0
grt_pass1_vias = 5263
grt_usage = 0.362

[job]
maxCapViolations = 0
tool_warnings = 32

[floorplan]
coreArea_um2 = 12000
fp_util = 0.409
die_height_um = 113
rows = 40
ios = 71
die_w_um = 113
chipArea_um2 = 12700

[status]
status = "finished, final reports clean"
## metal layers
layer | track usage | up-vias | wire length [µm]
met1 | 0.541 | 2774 | 9180
met3 | 0.0660 | 54 | 2130
met4 | 0.155 | 0 | 1150
met2 | 0.520 | 365 | 9570
li1 | - | 2534 | -
met5 | 0 | - | 0
## power breakdown
part / switching (µW) / internal [µW]
logic: 228 / 186
registers: 0 / 0
clock network: 0 / 0
total: 228 / 186
## cell families (layout without fill, tap and decap cells)
logic type | count (synthesis) | after routing | share of synthesized area
muxes | 156 | 156 | 0.450
and+or+nand+nor | 182 | 182 | 0.173
buffers and inverters | 76 | 106 | 0.0788
AOI/OAI and AO/OA | 195 | 195 | 0.289
adders and majority gates | 1 | 1 | 0.00256
xor gates and xnor gates | 3 | 3 | 0.00691
## tightest hold or removal path, stage by stage
cell	delay, ns
clkdlybuf4s50_1	0.40
buf_4	0.23
o2bb2ai_1	0.15
clkdlybuf4s50_1	0.39
## cell usage after synthesis, types with 7 or more instances
library cell and instances:
nand2_1 67, buf_2 23, a211oi_1 8, o21ai_0 25, o211ai_1 19, a31oi_1 10, mux2i_1 76, buf_4 7
o221ai_1 7, inv_1 9, nor3_1 10, mux2_2 31, o2111ai_1 15, nand3_1 20, o22ai_1 8, a21oi_1 34
nand2b_1 7, mux4_2 46, nor2_1 45, clkbuf_1 23
## layout make-up
type                            count  area share
Multi-Input combinational cell    537       0.804
Inverter                           12     0.00802
Tap cell                          147      0.0327
Timing Repair Buffer               94       0.155
## worst min path at each step
stage | from | endpoint | slack, ns | cells past startpoint
6_report | Type[1] | Out[2] | 5.18 | 4
5_1_grt | Type[1] | Out[2] | 5.24 | 4
4_1_cts | Type[1] | Out[2] | 5.18 | 4
## per-stage QoR
step	std cells	utilization	instance area, µm²
final	790	0.470	5620
after global routing	790	0.470	5620
after CTS	790	0.470	5620
after detailed placement	790	0.470	5620
after global placement	790	0.470	5620
after floorplan	613	-	4890
No activity file was given, so power comes from the tool's default toggle rates.
