==> ./design.v <==
module ConditionChecker(
    input [3:0] In,
    input NFlag,
    input ZFlag,
    input CFlag,
    input VFlag,
    output Out
);
    reg ConditionIsMet;
    always @ (*) begin
        case (In)
              4'b0000: ConditionIsMet <= ZFlag;
              4'b0001: ConditionIsMet <= ~ZFlag;
              4'b0010: ConditionIsMet <= CFlag;
              4'b0011: ConditionIsMet <= ~CFlag;
              4'b0100: ConditionIsMet <= NFlag;
              4'b0101: ConditionIsMet <= ~NFlag;
              4'b0110: ConditionIsMet <= VFlag;
              4'b0111: ConditionIsMet <= ~VFlag;
              4'b1000: ConditionIsMet <= CFlag & ~ZFlag;
              4'b1001: ConditionIsMet <= ~CFlag | ZFlag;
              4'b1010: ConditionIsMet <= ~(NFlag ^ VFlag);
              4'b1011: ConditionIsMet <= NFlag ^ VFlag;
              4'b1100: ConditionIsMet <= ~ZFlag & ~(NFlag ^ VFlag);
              4'b1101: ConditionIsMet <= ZFlag | (NFlag ^ VFlag);
              4'b1110: ConditionIsMet <= 1'b1;
            default: ConditionIsMet <= 1'b0;
        endcase
    end
    assign Out = ConditionIsMet;
endmodule
==> ./run.sh <==
#!/bin/bash
# OpenROAD 26Q1-2900-gdf79404cd8, Yosys 0.63+post, stock flow scripts
make -C /OpenROAD-flow-scripts/flow DESIGN_CONFIG=/design/flow/config.mk WORK_HOME=/design/flow/orfs finish
==> ./config.mk <==
export PLATFORM = sky130hd
export DESIGN_NAME = ConditionChecker
export DESIGN_NICKNAME = ConditionChecker
export VERILOG_FILES = /design/flow/design.v
export SDC_FILE = /design/flow/constraint.sdc
export NUM_CORES = 4
export LEC_CHECK = 1
export CORE_AREA = 10 10 70 70
export DIE_AREA = 0 0 80 80
==> ./constraint.sdc <==
current_design ConditionChecker

set clk_period 2.1
set clk_io_pct 0.2

create_clock -name clk0 -period $clk_period

set non_clock_inputs [all_inputs -no_clocks]
set_input_delay [expr $clk_period * $clk_io_pct] -clock clk0 $non_clock_inputs
set_output_delay [expr $clk_period * $clk_io_pct] -clock clk0 [all_outputs]
==> run summary <==
status: finished clean
Rows: 21
critical path required time: 1.68 ns
Synth Cell Area: 194 um2
MaxCap Viol Count: 0
global-route wire length before repair: 1090 um
total grt overflow: 0
DPL Wire Length: 610 um
critical path type: in -> out
min Tclk post-route: 1.95 ns
Die ar.: 6400 um2
RSZ-0062 raised after global routing: no
Worst setup SP type: input pin
GRT Util Overall: 0.0201
port bufs: 9
Synth Warn #: 1
fin crit share: 0.927
FP Util: 0.0568
number of global-route vias before repair: 271
# IOs: 9
number of DRC markers in iteration 0: 17
WL final: 681 um
share of cells above drive strength 1: 0.455
gpl congestion: 0.656
Max Slew Vio Count: 0
clkbuf count: 0
Fillers: 393
pin count of the biggest net entering global routing: 9
Seq/Total Area, Yosys: 0
seq_cells: 0
Yosys Instances: 28
hold path depth: 5
post-CTS setup buffer count: 0
register area: 0 um2
ant diodes: 0
min-delay src: In[1]
number of routed nets with antenna violations: 0
Crit path arrival time: 1.53 ns
hold endpoint: Out
Avg WL per Cell: 7.57 um
vias per cell: 3.06
drt drc: 0
die width: 80 um
hold buffer count at CTS: 0
Setup-failing EPs final: 0
Final Hold Fails: 0
Yosys Chip Area: 194 um2
tool warnings: 32
Post-Route Utilization: 0.110
Slew headroom: 0.838
iteration count of the initial detailed-routing pass: 4
Area Growth Syn to Fin: 92.9%
Unique masters post-synth: 20
core area: 3420 um2
initial antenna violation count: 0
Crit. End Element: primary output
synthesized area per cell: 6.93 um2
maximum VDD drop: 15.4 uV
worst-path maximum fanout: 4
Max Freq: 0.514 GHz
Min-Delay Path Class: in -> out
synthesized instance count: 28
vias: 275
PwrDens: 172 nW/um2
DIE HEIGHT: 80 um
Leakage: 0.159 nW
Slew @ Worst Pin: 0.244 ns
final total power: 0.0000642 W
==> worst max-delay path by stage <==
| stage | from | to | slack [ns] | cells after the start |
|---|---|---|---|---|
| CTS | In[2] | Out | 0.02 | 7 |
| global route | CFlag | Out | 0.08 | 7 |
| finish | In[2] | Out | 0.15 | 7 |
==> cells by family (layout without fill, tap and decap cells) <==
group | Yosys count | count (layout) | share of synthesized area
AOI/OAI and AO/OA | 11 | 11 | 0.400
xor gates and xnor gates | 2 | 2 | 0.129
and+or+nand+nor | 12 | 12 | 0.348
buffers and inverters | 2 | 18 | 0.0451
muxes | 1 | 1 | 0.0774
==> cells in the final DEF, fill, tap and decap left out, drive strengths merged, types with 2 or more instances in the layout <==
master,netlist,routed
buf,1,14
a21oi,3,3
nand2b,2,2
nand2,2,2
a211o,2,2
nor2,2,2
o211ai,2,2
nor3,2,2
dlygate4sd2,0,2
clkbuf,1,2
==> area by class of cell <==
type | instances | area (um2) | share of cell area
timing repair buffer | 18 | 120 | 0.321
multi-input combinational | 26 | 196 | 0.525
tap | 46 | 57.6 | 0.154
==> worst max-delay path: stages <==
cell and delay, ns:
buf_2 0.12, buf_4 0.13, or2b_1 0.16, o22ai_1 0.08, a211o_1 0.25, a211o_1 0.26, clkbuf_2 0.10
==> metrics by stage <==
| stage | TNS, ns | instance area [um2] | hold slack (ns) | worst slack [ns] | instances |
|---|---|---|---|---|---|
| after floorplan | 0 | 194 | 1.03 | 0.425 | 28 |
| after global placement | -0.586 | 400 | 2.13 | -0.586 | 90 |
| after detailed placement | -0.594 | 400 | 2.12 | -0.594 | 90 |
| after CTS | 0 | 379 | 1.52 | 0.0184 | 90 |
| after global routing | 0 | 374 | 1.46 | 0.0818 | 90 |
| final | 0 | 374 | 1.40 | 0.153 | 90 |
==> layer usage <==
| metal | vias up | track usage | share of wire |
|---|---|---|---|
| li1 | 140 | - | - |
| met1 | 130 | 0.0198 | 0.41 |
| met2 | 5 | 0.0441 | 0.56 |
| met3 | 0 | 0.00114 | 0.026 |
| met4 | 0 | 0.00176 | 0 |
| met5 | - | 0 | 0 |
==> power by group <==
part	internal (W)	switching (W)	total, W	leakage, nW
Combinational	0.0000367	0.0000275	0.0000642	0.159
Clock	0	0	0	0
Sequential	0	0	0	0
==> synth_stat cells (2+ instances only) <==
cell type	instances	area share
o211ai_1	2	0.077
a21oi_1	3	0.077
a211o_1	2	0.090
nor3_1	2	0.052
nor2_1	2	0.039
nand2b_1	2	0.065
nand2_1	2	0.039
==> repair_timing <==
item	4_1_cts	5_1_grt
endpoints found under the setup margin	1	1
pin swaps	4	3
gates resized	27	4
Power is estimated from default activity; no workload was simulated.
